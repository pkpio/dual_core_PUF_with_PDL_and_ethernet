<file path="design/flow/run.sh">
#!/bin/bash
# OpenROAD 26Q1-2900-gdf79404cd8, Yosys 0.63+post, stock flow scripts
make -C /OpenROAD-flow-scripts/flow DESIGN_CONFIG=/design/flow/config.mk WORK_HOME=/design/flow/orfs finish
</file>
<file path="design/flow/config.mk">
export PLATFORM = sky130hd
export DESIGN_NAME = serialTransmitReceive
export DESIGN_NICKNAME = serialTransmitReceive
export VERILOG_FILES = /design/flow/design.v
export SDC_FILE = /design/flow/constraint.sdc
export NUM_CORES = 4
export LEC_CHECK = 1
export CORE_AREA = 10 10 508 508
export DIE_AREA = 0 0 518 518
</file>
<file path="design/flow/constraint.sdc">
current_design serialTransmitReceive

set clk_period 4.7
set clk_io_pct 0.2

create_clock -name clk0 -period $clk_period [get_ports {clk}]

set non_clock_inputs [all_inputs -no_clocks]
set_input_delay [expr $clk_period * $clk_io_pct] -clock clk0 $non_clock_inputs
set_output_delay [expr $clk_period * $clk_io_pct] -clock clk0 [all_outputs]
</file>
<file path="design/flow/design.v">
`timescale 1ns / 1ps
module serialTransmitReceive(
	input		wire			clk,
	input		wire [127:0]	challengeA,
	input		wire [127:0]	challengeB,
	input		wire			ExStart,
	output	wire			ExDone,
	output	wire [127:0]	responseUp,
	output	wire [127:0]	responseUpNot,
	output	wire [127:0]	responseDown,
	output	wire [127:0]	responseDownNot,
	output		wire	PH1,			 
	output		wire	PH2,			 
	input		wire	SO_not_Up,
	input		wire	SO_Up,
	input		wire	SO_not_Down,
	input		wire 	SO_Down,
	input		wire	CAout,
	input		wire	CBout,
	output		wire	CA_SI,
	output		wire 	CB_SI,
	output		wire	OutEn,				 
	output		wire	Ph_En,				 
	output		wire 	Trig,					 
	output		wire	SO_not_Up_In,		 
	output		wire	SO_Up_In,			 
	output		wire	SO_not_Down_In,		 
	output		wire	SO_Down_In			 
	);
	localparam IDLE = 0;		 
	localparam SEND = 1;		 
	localparam EXECUTE = 2;	 
	localparam RECEIVE = 3;	 
	reg [1:0] currState;
	reg ExDoneReg;
	reg [127:0]	responseUpReg;
	reg [127:0]	responseUpNotReg;
	reg [127:0]	responseDownReg;
	reg [127:0]	responseDownNotReg;
	reg PH1Reg;
	reg PH2Reg;
	reg inputEn;
	reg outputEn;
	reg TrigReg;
	reg [7:0] currBit;	 
	reg [1:0] clkCount;	 
	reg [3:0] waitBeforeTrigCount;
	reg	CAoutReg;
	reg	CBoutReg;
	reg [22:0] clkDivider = 0;
	initial begin
		currBit <= 0;
		clkCount <= 0;
		inputEn <= 0;
		outputEn <= 0;
		TrigReg <= 0;
		currState <= IDLE;
	end
	always @(posedge clk) begin
		clkDivider <= clkDivider+1;
	end
	always @(posedge clkDivider[20]) begin
		clkCount <= clkCount+1;
		case(clkCount)
			0: begin
				PH1Reg <= 1;
				PH2Reg <= 0;
			end
			1: begin
				PH1Reg <= 0;
				PH2Reg <= 0;
			end
			2: begin
				PH1Reg <= 0;
				PH2Reg <= 1;
			end
			3: begin
				PH1Reg <= 0;
				PH2Reg <= 0;
			end
		endcase
	end
	always @(posedge PH1Reg) begin
		case(currState)
			IDLE: begin
				currBit <= 0;
				inputEn <= 0;
				outputEn <= 0;
				TrigReg <= 0;
				if(ExStart) begin
					currState <= SEND;
					inputEn <= 1;
					currBit <= 0;
					ExDoneReg <= 0;
				end
			end
			SEND: begin
				if(currBit <= 127) begin
					currBit <= currBit+1;
				end
				else begin
					inputEn <= 0;
					currState <= EXECUTE;
					waitBeforeTrigCount <= 0;
				end
			end
			EXECUTE: begin
				if(waitBeforeTrigCount <= 5) begin
					waitBeforeTrigCount <= waitBeforeTrigCount+1;
				end
				else if(waitBeforeTrigCount == 6) begin
					TrigReg <= 1;
					waitBeforeTrigCount <= 7;					
				end
				else if(waitBeforeTrigCount == 7) begin
					TrigReg <= 0;
					waitBeforeTrigCount <= 8;
				end
				else if(waitBeforeTrigCount == 8) begin
					currState <= RECEIVE;
					outputEn <= 1;
					currBit <= 0;
				end
			end
			RECEIVE: begin
				if(currBit <= 127) begin
					responseUpReg[currBit] <= SO_Up;
					responseUpNotReg[currBit] <= SO_not_Up;
					responseDownReg[currBit] <= SO_Down;
					responseDownNotReg[currBit] <= SO_not_Down;
					CAoutReg	<= CAout;
					CBoutReg	<= CBout;
					currBit <= currBit+1;
				end
				else begin
					outputEn <= 0;
					currState <= IDLE;
					ExDoneReg <= 1;
				end
			end
		endcase
	end
	assign ExDone = ExDoneReg;
	assign responseUp = responseUpReg;
	assign responseUpNot = responseUpNotReg;
	assign responseDown = responseDownReg;
	assign responseDownNot = responseDownNotReg;
	assign CA_SI = challengeA[currBit]; 
	assign CB_SI = challengeB[currBit];
	assign PH1 = PH1Reg;
	assign PH2 = PH2Reg;
	assign Trig = TrigReg;
endmodule
</file>
==> flow_summary.html <==
<h3>Run summary</h3>
<table>
<tr><th>Metric</th><th>Value</th></tr>
<tr><th colspan="2">Status</th></tr>
<tr><td>Status</td><td>finished, final reports clean</td></tr>
<tr><th colspan="2">Drt</th></tr>
<tr><td>Routed vias</td><td>20300</td></tr>
<tr><td>Routed Wire Length</td><td>between 100 and 150 mm</td></tr>
<tr><td>Number of vias per cell</td><td>~3.5</td></tr>
<tr><td>Post-detailed-route wirelength per cell</td><td>~25 um</td></tr>
<tr><td>Number of DRC violations after detailed routing</td><td>0</td></tr>
<tr><td>Antenna Violating Nets Remaining</td><td>0</td></tr>
<tr><td>Number of DRC violations after detailed-routing iteration 0</td><td>roughly 1600</td></tr>
<tr><td>Number of iterations in the first detailed-routing pass</td><td>5</td></tr>
<tr><th colspan="2">Place</th></tr>
<tr><td>Worst setup slack before clock tree synthesis</td><td>~0.31 ns</td></tr>
<tr><td>DP HPWL</td><td>118 mm</td></tr>
<tr><td>IO Port Bufs</td><td>around 800</td></tr>
<tr><td>Placer congestion estimate</td><td>roughly 0.87</td></tr>
<tr><td>Post-placement cell count</td><td>about 5800</td></tr>
<tr><th colspan="2">Layout</th></tr>
<tr><td>Final Non-Filler Cells</td><td>just under 6000</td></tr>
<tr><td>Register area</td><td>0.0164 mm2</td></tr>
<tr><td>Growth of design area from synthesis to finish</td><td>46.3%</td></tr>
<tr><td>Combinational gate area</td><td>~0.0094 mm2</td></tr>
<tr><td>Share of post-route cells with drive strength above 1</td><td>0.130</td></tr>
<tr><td>Final-layout fill cell count</td><td>~27000</td></tr>
<tr><th colspan="2">Pwr</th></tr>
<tr><td>Worst IR Drop VDD</td><td>97.8 uV</td></tr>
<tr><td>Leak pwr</td><td>between 0.01 and 0.015 uW</td></tr>
<tr><td>Total power divided by cell area</td><td>approximately 18 mW/mm2</td></tr>
<tr><th colspan="2">Timing</th></tr>
<tr><td>Minimum setup slack in the final design</td><td>0.289 ns</td></tr>
<tr><td>Largest clock skew in the final design</td><td>between 0.0006 and 0.0007 ns</td></tr>
<tr><td>Number of unconstrained endpoints</td><td>1576</td></tr>
<tr><td>Worst rel slew slack</td><td>0.300</td></tr>
<tr><td>Register pins left without a clock</td><td>between 500 and 600</td></tr>
<tr><td>Setup repair after global routing missed its margin</td><td>false</td></tr>
<tr><td>Period utilization</td><td>0.939</td></tr>
<tr><td>Fin Hold WS</td><td>a little under 0.4 ns</td></tr>
<tr><td>Setup total negative slack</td><td>0 ns</td></tr>
<tr><td>Final setup viols</td><td>0</td></tr>
<tr><td>Final critical path time including I/O delays and setup</td><td>~4.4 ns</td></tr>
<tr><td>Fin. Hold Viols</td><td>0</td></tr>
<tr><td>Worst-Margin Slew</td><td>1.05 ns</td></tr>
<tr><td>Highest clock rate</td><td>227 MHz</td></tr>
<tr><td>Final max-slew violation count</td><td>0</td></tr>
<tr><th colspan="2">Setup path</th></tr>
<tr><td>Data arrival, critical path</td><td>~3.5 ns</td></tr>
<tr><td>Count of buffer and inverter cells on the critical path</td><td>2</td></tr>
<tr><td>R2R Setup Slk</td><td>around 3.0 ns</td></tr>
<tr><td>Kind of start point of the critical path</td><td>input pin</td></tr>
<tr><td>Endpoint required time on the critical path</td><td>roughly 3.8 ns</td></tr>
<tr><td>CP Class</td><td>in -&gt; out</td></tr>
<tr><td>Largest stage delay on the critical path</td><td>0.57 ns</td></tr>
<tr><td>Master of the slowest instance on the critical path</td><td>clkdlybuf4s50_1</td></tr>
<tr><td>Kind of cell adding the most delay to the critical path</td><td>buffers and inverters</td></tr>
<tr><td>CP Max Fanout</td><td>1</td></tr>
<tr><td>Critical Path, Cell by Cell</td><td>clkdlybuf4s50_1 -&gt; mux4_2 -&gt; a22oi_1 -&gt; and3_1 -&gt; a311o_1 -&gt; a22oi_1 -&gt; clkdlybuf4s50_1</td></tr>
<tr><td>Endpoint type of the worst setup path</td><td>output port</td></tr>
<tr><th colspan="2">CTS</th></tr>
<tr><td>TritonCTS clock tree</td><td>yes</td></tr>
<tr><td>Post-cts resize count</td><td>0</td></tr>
<tr><td>CTS HTree Levels</td><td>1</td></tr>
<tr><td>Clock root buffer master</td><td>clkbuf_16</td></tr>
<tr><td>Deepest clock path buffer count</td><td>2</td></tr>
<tr><td>Count of hold-fix buffers inserted at cts</td><td>0</td></tr>
<tr><td>Latest clock arrival within the worst-skew pair</td><td>about 0.25 ns</td></tr>
<tr><td>Post CTS Setup Buffer Count</td><td>0</td></tr>
<tr><td>Number of buffers created by CTS</td><td>3</td></tr>
<tr><td>Clock-pin slew on the worst setup and hold paths</td><td>0.05 ns</td></tr>
<tr><th colspan="2">Yosys</th></tr>
<tr><td>Most common flop cell mapped by yosys</td><td>edfxtp_1</td></tr>
<tr><td>Cell taking the most area after synthesis</td><td>edfxtp_1</td></tr>
<tr><td>Count of cell types in the netlist</td><td>roughly 60</td></tr>
<tr><td>Cell total in the yosys stat output</td><td>1763</td></tr>
<tr><td>Synthesized chip area reported by yosys</td><td>between 0.02 and 0.03 mm2</td></tr>
<tr><td>Cell types with the largest area share after synthesis</td><td>edfxtp_1 60%, o2bb2ai_1 13%, mux2_2 5.5%</td></tr>
<tr><td>Fraction of registers with async set/reset</td><td>0</td></tr>
<tr><td>Number of synthesis warnings</td><td>7</td></tr>
<tr><td>Count of library flops with an enable pin</td><td>528</td></tr>
<tr><td>Average cell area after synthesis</td><td>around 15 um2</td></tr>
<tr><td>Area share, top type</td><td>0.602</td></tr>
<tr><td>Summed instance area of the synthesized netlist</td><td>~0.026 mm2</td></tr>
<tr><td>Mapped Cells</td><td>around 1800</td></tr>
<tr><td>Sequential area share after synthesis</td><td>0.620</td></tr>
<tr><td>Number of flip-flops and latches in the synthesized netlist</td><td>around 550</td></tr>
<tr><th colspan="2">Global routing</th></tr>
<tr><td>First-pass GRT wire length</td><td>around 190 mm</td></tr>
<tr><td>Gr usage total</td><td>0.105</td></tr>
<tr><td>GRT overflow</td><td>0</td></tr>
<tr><td>Antenna violations before repair</td><td>15</td></tr>
<tr><td>Largest net degree at the start of global routing</td><td>approximately 210</td></tr>
<tr><td>Vias in the first global route</td><td>roughly 20000</td></tr>
<tr><th colspan="2">Floorplan</th></tr>
<tr><td>Floorplan Core Area</td><td>~0.25 mm2</td></tr>
<tr><td>Vertical die dimension</td><td>slightly above 500 um</td></tr>
<tr><td>Overall die area</td><td>between 0.2 and 0.3 mm2</td></tr>
<tr><td>IO Count</td><td>788</td></tr>
<tr><td>Site Rows</td><td>182</td></tr>
<tr><td>Horizontal die dimension</td><td>about 520 um</td></tr>
<tr><td>Starting density of the core</td><td>0.107</td></tr>
<tr><th colspan="2">Flow run</th></tr>
<tr><td>Log Warnings</td><td>about 54</td></tr>
<tr><td>Reported max-cap violation count</td><td>0</td></tr>
<tr><th colspan="2">Worst hold path</th></tr>
<tr><td>Hold/Removal Path Class</td><td>reg -&gt; reg</td></tr>
</table>
==> worst reg2reg max path, cell delays in order (launching register included) <==
cell	delay, ns
dfxtp_1	0.40
and4_1	0.32
nand2_1	0.12
nor3_1	0.45
nand3_1	0.19
xnor2_1	0.16
==> kinds of logic (layout without fill, tap and decap cells) <==
| group | after synthesis | count (layout) | synth area share |
|---|---|---|---|
| flops | 553 | 553 | 0.620 |
| compound gates | 452 | 452 | 0.147 |
| simple gates | 324 | 324 | 0.0718 |
| mux | 211 | 211 | 0.114 |
| buf+inv | 179 | 892 | 0.0302 |
| xor+xnor | 26 | 26 | 0.00864 |
| fa+ha+maj | 17 | 17 | 0.00807 |
| other cells | 1 | 21 | 0.000142 |
==> routing by layer <==
layer / GRT usage / share of wire
met3: 0.0309 / 0.078
met5: 0.00355 / 0.0011
met4: 0.0271 / 0.034
met2: 0.178 / 0.49
met1: 0.131 / 0.40
==> synthesized netlist by cell type (all sizes together) (2+ instances only) <==
cell type	instances
a21boi	5
a21oi	12
o211ai	3
xor2	6
mux4	58
nor3	15
a32oi	2
and3	16
or3	4
a22oi	15
o21ai	7
o21a	3
mux2	128
nand4	83
nand2	58
nor4	4
o2bb2ai	386
or2	2
dfxtp	25
a31oi	3
xnor2	20
and2	13
o31ai	2
nor2	21
inv	14
edfxtp	528
nand2b	5
and4	9
a311o	2
buf	68
nor2b	12
clkbuf	96
mux2i	25
a211oi	3
nand3	81
ha	17
==> layout by cell type (no fill, tap or decap), types with 11 or more instances in the layout <==
master and instances:
clkdlybuf4s50_1 775, mux4_2 58, diode_2 15, nor3_1 11, dfxtp_1 24, and2_1 13, a21oi_1 12, and3_1 16
ha_1 17, nand2_1 56, buf_4 91, xnor2_1 20, nor2b_1 12, mux2i_1 25, nor2_1 20, mux2_2 128
a22oi_1 15, edfxtp_1 528, nand4_1 83, inv_1 13, o2bb2ai_1 384, nand3_1 69
==> registers in the layout, indices dropped and copies added, names as in the netlist, 2 cells and up <==
| signal | count |
|---|---|
| clkDivider | 21 |
| currBit | 8 |
| responseUpReg | 128 |
| responseUpNotReg | 128 |
| currState | 2 |
| responseDownReg | 128 |
| responseDownNotReg | 128 |
| waitBeforeTrigCount | 4 |
| clkCount | 2 |
==> report_power, final <==
part	switching (uW)	internal [uW]	leakage, uW
Clock	60.0	115	0.0000382
Combinational	122	234	0.00611
Sequential	0	178	0.00492
==> stage by stage <==
stage / util / total power (uW) / area [um2]
final: 0.156 / 710 / 38600
after global routing: 0.156 / 743 / 38500
after CTS: 0.156 / 722 / 38500
after detailed placement: 0.156 / 548 / 38400
after global placement: 0.156 / 546 / 38400
after floorplan: - / 256 / 26400
==> final timing paths <==
| path | start | endpoint | cells after the start |
|---|---|---|---|
| hold reg to reg | clkDivider[0] | clkDivider[0] | 1 |
| setup reg to reg | clkDivider[2] | clkDivider[20] | 5 |
| setup / recovery | challengeA[77] | CA_SI | 7 |
| hold / removal | clkDivider[0] | clkDivider[0] | 1 |
==> final cells by class <==
cell class / count / share of cell area
Antenna cell: 15 / 0.000973
Clock buffer: 4 / 0.00204
Inverter: 15 / 0.00146
Multi-Input combinational cell: 1036 / 0.243
Sequential cell: 553 / 0.424
Tap cell: 3312 / 0.107
Timing Repair Buffer: 873 / 0.221
Power and IR drop assume default switching activity.
